--- design/flow/run.sh ---
#!/bin/bash
# OpenROAD 26Q1-2900-gdf79404cd8, Yosys 0.63+post, stock flow scripts
make -C /OpenROAD-flow-scripts/flow DESIGN_CONFIG=/design/flow/config.mk WORK_HOME=/design/flow/orfs finish
--- design/flow/config.mk ---
export PLATFORM = sky130hd
export DESIGN_NAME = ALUcard_top
export DESIGN_NICKNAME = ALUcard_top
export VERILOG_FILES = /design/flow/design.v
export SDC_FILE = /design/flow/constraint.sdc
export NUM_CORES = 4
export LEC_CHECK = 1
export CORE_AREA = 10 10 74 74
export DIE_AREA = 0 0 84 84
--- design/flow/constraint.sdc ---
current_design ALUcard_top

set clk_period 2.6
set clk_io_pct 0.2

create_clock -name clk0 -period $clk_period [get_ports {GO}]
create_clock -name clk1 -period $clk_period [get_ports {clk}]

set non_clock_inputs [all_inputs -no_clocks]
set_input_delay [expr $clk_period * $clk_io_pct] -clock clk0 $non_clock_inputs
set_output_delay [expr $clk_period * $clk_io_pct] -clock clk0 [all_outputs]
--- design/flow/design.v ---
module ALUcard_top(
input	[2:0]		opcode,
input	[3:0]		data,
input				GO,
input				clk,
input				reset,
output	[3:0]		result,
output				cout,
output				borrow,
output				led_idle,
output				led_wait,
output				led_rdy,
output				led_done);
wire  [3:0] A_w;
wire  [3:0] B_w;
ALU_State U1(
.clk(clk),
.GO(GO),
.reset(reset),
.led_idle(led_idle),
.led_wait(led_wait),
.led_rdy(led_rdy),
.led_done(led_done));
Shift_in U2(
.data(data),
.load(GO),
.A(A_w),
.B(B_w));
ALU U3(
.opcode(opcode),
.A(A_w),
.B(B_w),
.result(result),
.cout(cout),
.borrow(borrow));
endmodule
module ALU_State(
input      	clk,
input			   	GO,
input		   		reset,
output	reg	 led_idle,
output	reg		led_wait,
output	reg 	led_rdy,
output	reg		led_done);
reg		[3:0]		state;
initial begin
  led_idle = 0;
  led_wait = 0;
  led_rdy = 0;
  led_done = 0;
  state = 0;
end
parameter			IDLE = 0;
parameter			LOAD = 1;
parameter			DONE = 2;
parameter			READY = 3;
always @ (posedge clk or posedge reset)
begin
	if(reset)
		state = IDLE;
	else
		case(state)
		IDLE:
		begin
			if(GO)
				state = LOAD;
			else
				state = state;
		end
		LOAD:
		begin
		  if(!GO)
			   state = READY;
			else
			  state = state;
		end
		READY:
		begin
			state = DONE;
		end
		DONE:
		begin
			if(GO)
				state = LOAD;
			else
				state = state;
		end
		default:
		begin
			state = state;
		end
		endcase
end
always @ (*)
begin
	case(state)
	IDLE:
	begin
		led_idle = 1;
		led_wait = 0;
		led_rdy = 0;
		led_done = 0;
	end
	LOAD:
	begin
		led_idle = 0;
		led_wait = 1;
		led_rdy = 0;
		led_done = 0;
	end
	DONE:
	begin
		led_idle = 0;
		led_wait = 0;
		led_rdy = 0;
		led_done = 1;
	end
	READY:
	begin
		led_idle = 0;
		led_wait = 0;
		led_rdy = 1;
		led_done = 0;
	end
	default:
	begin
		led_idle = 0;
		led_wait = 0;
		led_rdy = 0;
		led_done = 0;
	end
	endcase
end
endmodule
module Shift_in(
input	[3:0]		      data,
input				          load,
output	reg  [3:0]		A,
output	reg  [3:0]		B);
initial begin
  A = 0;
  B = 0;
end
always @ (posedge load)
begin
	A = data;
end
always @ (negedge load)
begin
	B = data;
end
endmodule
module ALU(
input	[2:0]		opcode,
input	[3:0]		A,
input	[3:0]		B,
output	reg [3:0]		result,
output	reg			cout,
output	reg		borrow);
initial begin
  result = 0;
  cout = 0;
  borrow = 0;
end
parameter			ADD = 0;
parameter			SUBTRACT = 1;
parameter			NOTa = 2;
parameter			NOTb = 3;
parameter			AND	 = 4;
parameter			OR = 5;
parameter			XOR = 6;
parameter			XNOR = 7;
always @ (*)
begin
	case(opcode)
	ADD:
	begin
		{cout,result} = A+B;
		borrow = 0;
	end
	SUBTRACT:
	begin
		{borrow,result} = A-B;
		cout = 0;
	end
	NOTa:
	begin
		result = ~A;
		{cout,borrow} = 0;
	end
	NOTb:
	begin
		result = ~B;
		{cout,borrow} = 0;
	end
	AND:
	begin
		result = A & B;
		{cout,borrow} = 0;
	end
	OR:
	begin
		result = A | B;
		{cout,borrow} = 0;
	end
	XOR:
	begin
		result = A ^ B;
		{cout,borrow} = 0;
	end
	XNOR:
	begin
		result = ~(A ^ B);
		{cout,borrow} = 0;
	end
	default:
	begin
		result = result;
		{cout,borrow} = {cout,borrow};
	end
	endcase
end
endmodule
==> impl_metrics.py <==
# Generated from Yosys and OpenROAD reports
metrics = {
    "cts": {
        "path_clk_slew_ns": 0.03,
        "cts_tree": "yes",
        "hold_buffers": 0,
    },
    "setup_path": {
        "start_kind": "flip-flop",
        "r2r_cells": 1,
        "r2r_start": "U1.state[0]$_DFFE_PP0P_",
        "r2r-end": "U1.state[1]$_DFFE_PP0P_",
        "worstPathMaxFanout": 3,
        "crit_required_ns": 2.08,
        "ff2ff_setup_slack_ns": 1.70,
        "end_kind": "primary output",
        "worstSetupPathType": "flip-flop to primary output",
        "cp.arrival_ns": 3.27,
    },
    "finish": {
        "drive_gt1_share_pct": 46.10,
        "final_area_um2": 1535,
        "syn2layout_area_growth_pct": 68.08,
        "fin_util_pct": 38.66,
        "filler_cell_count": 395,
    },
    "synthesis": {
        "ys_area_um2": 913.4,
        "syn-instance-count": 99,
        "ys_seq_elements": 10,
        "yosys.stat.seqShare_pct": 23.01,
        "yosys.cell_types.count": 40,
        "yosys_warnings": 3,
        "edf_count": 0,
        "avgSynthCellArea_um2": 9.226,
        "yosys_cells": 99,
        "ff_type": "dfxtp_1",
        "syn_area_um2": 913.4,
        "synthArstFlopShare_pct": 20.00,
    },
    "pwr": {
        "peakVddDrop_mv": 0.6365,
        "p_leak_nw": 0.7166,
        "pwr_density_cell_nw_per_um2": 531.4,
    },
    "timing": {
        "worst_pin_slew_ns": 0.2977,
        "tns_ns": -5.888,
        "hold_slack_ns": 0.2128,
        "final_max_slew_viol_count": 0,
        "setup_slack_ns": -1.190,
        "relSlewSlack_pct": 80.13,
        "hold_viol_final": 0,
        "setup_viol": 6,
        "finClkSkew_ns": 0.001787,
        "rsz0062_at_grt": "true",
    },
    "worst_hold_path": {
        "hp-class": "clock port to flip-flop",
        "holdPathEnd": "U1.state[0]$_DFFE_PP0P_",
        "hold-path-cell-count": 4,
        "min_from": "GO",
    },
    "job": {
        "tool_warnings": 45,
        "drv_cap": 0,
    },
    "floorplan": {
        "die_width_um": 84,
        "dieArea_um2": 7056,
        "core_area_um2": 3971,
        "die-height_um": 84,
        "ios": 20,
        "initCoreUtil_pct": 23.00,
        "placement_rows": 23,
    },
    "route": {
        "dr.pass1.iters": 4,
        "drt-total-wl_um": 2315,
        "route.detailed.drc": 0,
        "antenna_cells": 0,
        "wire_per_inst_um": 11.35,
        "ant_nets": 0,
        "vias_per_cell": 4.265,
        "vias": 870,
        "dr.first_iter.drc_count": 24,
    },
    "placed_design": {
        "placed_cell_area_um2": 1359,
        "hpwl_um": 1821,
        "gp_congestion": 0.8097,
        "portBuffers": 18,
        "preCtsSetupSlack_ns": -1.224,
    },
    "grt": {
        "grt-ovfl-total": 0,
        "grt_pass1_vias": 925,
        "grt.total_usage_pct": 6.535,
        "grt_max_degree": 16,
        "grt_pass1_wl_um": 3926,
        "antenna_found_initial": 0,
    },
    "run_status": {
        "violations": "negative setup slack",
        "status": "complete, but fails checks",
    },
}
[metrics by stage]
stage	instances	power [mW]
floorplan	99	0.3591
global placement	187	0.5040
detailed placement	187	0.5078
CTS	203	0.8304
global route	204	0.8888
finish	204	0.8159
[routing by layer]
metal	wire length [um]	track usage [%]	vias to the layer above
met5	0	0	-
met4	23	1.522	0
met3	178	2.953	3
met2	1004	9.965	20
met1	1108	8.207	399
li1	-	-	448
[registers in the layout, indices dropped and copies added (netlist names)]
name      cells
U2.A          4
U2.B          4
U1.state      2
[logic make-up (layout without fill, tap and decap cells)]
logic type,after synthesis,count (layout),synth area share (%)
adder cells (fa/ha/maj),15,15,21.92
buffers and inverters,19,74,10.82
AND-OR/OR-AND,20,20,15.48
XOR/XNOR,6,6,5.753
AND/OR/NAND/NOR,23,23,14.93
multiplexers,6,6,8.082
flip-flops,10,10,23.01
[power by group]
group          internal [mW]  total [mW]  leakage (nW)  switching, mW
Clock                  0.231       0.343        0.0800          0.112
Sequential             0.179       0.207        0.0917         0.0281
Combinational          0.173       0.265         0.545         0.0922
Total                  0.584       0.816         0.717          0.232
[critical path, cell delays in order, from the launching register on]
cell and delay, ns:
dfxtp_4 0.36, ha_4 0.13, inv_2 0.03, fa_2 0.34, nand2_2 0.08, o21ai_2 0.05, xnor2_1 0.11, mux4_2 0.44
buf_2 0.12
[cells in the final DEF (no fill, tap or decap), drive strengths merged, types with 2 or more instances in the layout]
cell type / count
nor2b: 4
ha: 12
nand2: 4
clkbuf: 6
xnor2: 2
inv: 19
clkdlybuf4s50: 12
o2bb2ai: 2
mux2i: 4
fa: 2
nand2b: 2
nor2: 5
dfrtp: 2
a21o: 2
dfxtp: 8
a21oi: 5
o21bai: 2
xor2: 4
buf: 36
[synthesized netlist by cell type (all sizes together) (2+ instances only)]
cell | instances | area, um^2
dfrtp | 2 | 50.05
fa | 2 | 40.04
inv | 14 | 52.55
ha | 12 | 150.1
nand2b | 2 | 12.51
nor2 | 5 | 18.77
nor2b | 4 | 27.53
nand2 | 4 | 15.01
xor2 | 4 | 35.03
xnor2 | 2 | 17.52
o2bb2ai | 2 | 17.52
buf | 4 | 38.78
mux2i | 4 | 40.04
o21bai | 2 | 15.01
a21oi | 5 | 25.02
a21o | 2 | 15.01
dfxtp | 8 | 160.2
[layout make-up]
class	instances	area, um^2	share of cell area (%)
Sequential cell	10	217.7	14.18
Tap cell	50	62.56	4.075
Clock buffer	6	82.58	5.379
Clock inverter	7	27.53	1.793
Timing Repair Buffer	48	379.1	24.69
Inverter	13	48.80	3.178
Multi-Input combinational cell	70	716.9	46.70
[what timing repair did]
action,CTS,global route
buffers inserted,4,1
pin swaps,15,6
hold endpoints to repair,0,0
setup endpoints to repair,6,6
resized,32,1
[worst max-delay path by stage]
stage	startpoint	endpoint	slack, ns	depth (start not counted)
finish	U2.B[0]$_DFF_N_	result[2]	-1.19	8
global route	U2.B[0]$_DFF_N_	result[2]	-1.26	8
CTS	U2.B[0]$_DFF_N_	result[2]	-1.22	6
Power figures rest on the tool's default switching activity, not on a simulated workload.
